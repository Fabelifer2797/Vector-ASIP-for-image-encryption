===== design/flow/design.v =====
module vectorialRegisterBank(input logic clk, wEn_VR,
                                input logic [3:0] regvAddr1, regvAddr2, regvAddr3,
                                input logic [63:0] regvWriteData,
                                output logic [63:0] regvData1, regvData2);
    logic [63:0] vectorialRegs[15:0];
    always_ff @(negedge clk)
        if(wEn_VR) vectorialRegs[regvAddr3] <= regvWriteData;
    assign regvData1 = vectorialRegs[regvAddr1];
    assign regvData2 = vectorialRegs[regvAddr2];
endmodule

===== design/flow/run.sh =====
#!/bin/bash
# OpenROAD 26Q1-2900-gdf79404cd8, Yosys 0.63+post, stock flow scripts
make -C /OpenROAD-flow-scripts/flow DESIGN_CONFIG=/design/flow/config.mk WORK_HOME=/design/flow/orfs finish

===== design/flow/config.mk =====
export PLATFORM = sky130hd
export DESIGN_NAME = vectorialRegisterBank
export DESIGN_NICKNAME = vectorialRegisterBank
export VERILOG_FILES = /design/flow/design.v
export SDC_FILE = /design/flow/constraint.sdc
export NUM_CORES = 4
export LEC_CHECK = 1
export CORE_UTILIZATION = 40

===== design/flow/constraint.sdc =====
current_design vectorialRegisterBank

set clk_period 13.4
set clk_io_pct 0.2

create_clock -name clk0 -period $clk_period [get_ports {clk}]

set non_clock_inputs [all_inputs -no_clocks]
set_input_delay [expr $clk_period * $clk_io_pct] -clock clk0 $non_clock_inputs
set_output_delay [expr $clk_period * $clk_io_pct] -clock clk0 [all_outputs]

==> deck_impl_summary.md <==
Synthesis and Place & Route Summary

GRT
  • Initial antenna violation count: 4
  • First-pass GRT wire length: about 180000 um
  • Vias in the first global route: ~34000
  • GRT Util Overall: a little under a quarter
  • GRT Residual Overflow: 0
  • Pin count of the biggest net entering global routing: 77

Yosys
  • Mapped cell area: around 46000 um2
  • Yosys stat area: between 40000 and 50000 um2
  • Yosys simple share: between 1 and 1.5%
  • Post-synth seq share: roughly two thirds
  • Aoi share: under 10%
  • Mapped Cells: approximately 2100
  • Fa+ha+maj area frac: 0%
  • MUX share of area: 25.2%
  • Prevailing logic family in the synthesized netlist: multiplexers
  • Yosys stat cell total: 2120
  • Synth Area per Inst: 21.6 um2
  • Synth Area in XOR/XNOR: 0%
  • Synth flops: around 1000
  • Yosys warns: 1
  • Unique cell types: 18

Clock tree
  • CTS tree: done
  • Max clock buf depth: 3
  • Postcts setup bufs: 0
  • CTS clock-pin slew for the worst setup and hold paths: 0.04 ns
  • Root Buffer: clkbuf_16
  • Total number of H-tree levels: 3
  • CTS Sinks: 1024
  • Resize count post-CTS: 0
  • Num CTS Buffers: roughly 110
  • Cts hold-fix bufs: 0

Floorplanning
  • # IOs: between 200 and 250
  • CORE AREA: around 110000 um2
  • Chip area: approximately 120000 um2
  • Die Span X: between 300 and 400 um
  • Chip Height: 340 um
  • Row count: approximately 120
  • Fp_density: between 40% and 50%

Placed design
  • DP HPWL: about 65000 um
  • GP Congestion: roughly 0.80
  • Placed cells: 3721
  • Number of port buffers: 205

Routing
  • Vias/cell: about 5.6
  • Vias: approximately 28000
  • Drc violations: 0
  • Final ANT Viol Nets: 0
  • DR iter-0 viols: approximately 1200
  • DRT Wirelength: approximately 120000 um
  • 1st-pass router iterations: 5
  • WL per Instance: about 25 um
  • Diode count: 0

Setup path
  • CP max FO: 2
  • Crit-path max cell delay: 0.48 ns
  • Worst path arrival time: ~9.3 ns
  • CP endpoint kind: output pin
  • Critical-path cell list: mux4_2 > a22oi_1 > nand2_1 > clkdlybuf4s50_1
  • Setup Crit Path Kind: register to output pin
  • Crit. Startpoint: vectorialRegs[8][63]$_DFFE_NP_
  • Startpoint Class: register
  • Crit path max-delay cell type: mux4_2
  • CP delay by family, top: multiplexers
  • Number of cells on the critical path: 4
  • Critical Path RT: between 10 and 15 ns
  • WP buf/inv: 1

Timing
  • Slew Viols, Final: 0
  • Fin Setup TNS: 0 ns
  • Hold Violations, Final: 0
  • Least-Margin Pin Slew: 1.07 ns
  • RSZ-0062 raised after global routing: false
  • Final setup fails: 0
  • Slew margin rel.: 28.3%
  • Hold_ws: between 6 and 7 ns

Cells and area
  • Dominant logic cell type in the layout: inv_1
  • Biggest regs: vectorialRegs x1024
  • Biggest register: vectorialRegs
  • Fill count: 8671
  • Final core occ: roughly half
  • Largest register FFs: 1024
  • Share of layout cells above drive strength 1: 22.9%
  • Most frequent cells in the layout: 1044 x inv_1, 1024 x edfxtp_1, 512 x mux4_2, 256 x a22oi_1, 201 x clkdlybuf4s50_1
  • Non-filler cells, final: just under 5000
  • Area grow syn2layout: 25.5%

Job
  • Max Cap Violations: 0
  • Tool warnings: between 1000 and 1500

Power and ir drop
  • Peak supply drop: 108 uV
  • PD cells: roughly 150 nW/um2
  • Leak pwr: 22.2 nW
  • Tot Pwr: 8.64 mW

Min path
  • Hold path start: regvAddr2[1]
  • Hold Crit Depth: 5
  • Worst Hold Class: input pin to output pin

Outcome
  • Status: finished clean
-- logic make-up after synthesis --
| family | after synthesis |
|---|---|
| flops | 1024 |
| buf+inv | 169 |
| compound gates | 256 |
| mux | 512 |
| simple gates | 159 |
-- routing by layer --
layer  up-vias  wire length [um]  GRT usage (%)
met5         -               414           2.66
met1     13400             38300           25.1
li1      11900                 -              -
met3       230             21200           21.2
met4        14              2750           9.03
met2      1993             59700           33.3
-- synthesized netlist by cell type --
| cell | n | area share (%) |
|---|---|---|
| a22oi_1 | 256 | 4.2 |
| and2_1 | 2 | 0.027 |
| buf_1 | 36 | 0.30 |
| buf_2 | 23 | 0.25 |
| buf_4 | 36 | 0.59 |
| buf_6 | 8 | 0.20 |
| clkbuf_1 | 65 | 0.53 |
| edfxtp_1 | 1024 | 67 |
| inv_1 | 1 | 0.0082 |
| mux4_2 | 512 | 25 |
| nand2_1 | 129 | 1.1 |
| nand2b_1 | 2 | 0.027 |
| nand3_1 | 1 | 0.011 |
| nand3b_1 | 2 | 0.033 |
| nor2_1 | 14 | 0.11 |
| nor2b_1 | 4 | 0.055 |
| nor3_1 | 4 | 0.044 |
| or3b_2 | 1 | 0.019 |
-- report_power, final --
part | switching, mW | internal (mW) | leakage [nW]
combinational | 0.322 | 0.304 | 5.54
sequential | 0.0249 | 3.62 | 9.25
clock | 1.98 | 2.39 | 7.38
total | 2.33 | 6.32 | 22.2
-- final timing paths --
path	end
max	regvData2[63]
min	regvData2[3]
-- cell type report --
cell class	instances	area, um2	share of cell area [%]
repair buffers	269	2700	4.71
multi-input cells	927	14300	24.9
flip-flops and latches	1024	30700	53.6
clock inverters	1117	4900	8.55
well taps	1500	1880	3.27
clock buffers	114	2850	4.97
-- per-stage QoR --
stage	setup slack [ns]	area (um2)
floorplan	0.326	45700
global placement	1.71	49600
detailed placement	1.67	49600
CTS	1.43	57400
global route	1.31	57400
finish	1.40	57400
Power figures rest on the tool's default switching activity, not on a simulated workload.

[./design.v]
module pipelineDecode(input clk, rst, 
                    input logic [1:0] conEnPipeD_In, jmpFPipeD_In, ALUcontrolPipeD_In, wEnMemPipeD_In, wEnRegPipeD_In,
                    input logic [3:0] rdPipeD_In, rf1_pipeDIn, rf2_pipeDIn,
                    input logic SE_controlPipeD_In, AluMux_selPipeD_In, memoryMuxSelPipeD_In, readModeMemPipeD_In,
                    input logic [63:0] regData1_pipeDIn, regData2_pipeDIn,
                    output logic [1:0] conEnPipeD_Out, jmpFPipeD_Out, ALUcontrolPipeD_Out, wEnMemPipeD_Out, wEnRegPipeD_Out,
                    output logic [3:0] rdPipeD_Out, rf1_pipeDout, rf2_pipeDout,
                    output logic SE_controlPipeD_Out, AluMux_selPipeD_Out, memoryMuxSelPipeD_Out, readModeMemPipeD_Out,
                    output logic [63:0] regData1_pipeDout, regData2_pipeDout);
        always_ff @(posedge clk or posedge rst)
        if (rst) begin
            conEnPipeD_Out <= 2'h0;
            jmpFPipeD_Out <= 2'h0;
            ALUcontrolPipeD_Out <= 2'h0;
            wEnMemPipeD_Out <= 2'h0;
            wEnRegPipeD_Out <= 2'h0;
            rdPipeD_Out <= 4'h0;
            rf1_pipeDout <= 4'h0;
            rf2_pipeDout <= 4'h0;
            SE_controlPipeD_Out <= 1'b0;
            AluMux_selPipeD_Out <= 1'b0;
            memoryMuxSelPipeD_Out <= 1'b0;
            readModeMemPipeD_Out <= 1'b0;
            regData1_pipeDout <= 64'h0;
            regData2_pipeDout <= 64'h0;
        end
        else begin
            conEnPipeD_Out <= conEnPipeD_In;
            jmpFPipeD_Out <= jmpFPipeD_In;
            ALUcontrolPipeD_Out <= ALUcontrolPipeD_In;
            wEnMemPipeD_Out <= wEnMemPipeD_In;
            wEnRegPipeD_Out <= wEnRegPipeD_In;
            rdPipeD_Out <= rdPipeD_In;
            rf1_pipeDout <= rf1_pipeDIn;
            rf2_pipeDout <= rf2_pipeDIn;
            SE_controlPipeD_Out <= SE_controlPipeD_In;
            AluMux_selPipeD_Out <= AluMux_selPipeD_In;
            memoryMuxSelPipeD_Out <= memoryMuxSelPipeD_In;
            readModeMemPipeD_Out <= readModeMemPipeD_In;
            regData1_pipeDout <= regData1_pipeDIn;
            regData2_pipeDout <= regData2_pipeDIn;
        end
endmodule
[./run.sh]
#!/bin/bash
# OpenROAD 26Q1-2900-gdf79404cd8, Yosys 0.63+post, stock flow scripts
make -C /OpenROAD-flow-scripts/flow DESIGN_CONFIG=/design/flow/config.mk WORK_HOME=/design/flow/orfs finish
[./config.mk]
export PLATFORM = sky130hd
export DESIGN_NAME = pipelineDecode
export DESIGN_NICKNAME = pipelineDecode
export VERILOG_FILES = /design/flow/design.v
export SDC_FILE = /design/flow/constraint.sdc
export NUM_CORES = 4
export LEC_CHECK = 1
export CORE_AREA = 10 10 174 174
export DIE_AREA = 0 0 184 184
[./constraint.sdc]
current_design pipelineDecode

set clk_period 1.0
set clk_io_pct 0.2

create_clock -name clk0 -period $clk_period [get_ports {clk}]

set non_clock_inputs [all_inputs -no_clocks]
set_input_delay [expr $clk_period * $clk_io_pct] -clock clk0 $non_clock_inputs
set_output_delay [expr $clk_period * $clk_io_pct] -clock clk0 [all_outputs]
==> run_results.csv <==
group,metric,value,unit
global_route,total_congestion_overflow,0,
route,postRouteWirelength,13200,um
run_status,run_status,"finished with violations",
setup_path,required,0.80,ns
layout,n_multi_input_combinational_cell,0,
place,gpl.final_weighted_congestion,0.747,
floorplan,floorplan.initialDensity,14.7,%
place,post_dp_cell_area,7580,um^2
route,drt_iter0_markers,33,
power,switching_share,21.8,%
flow_run,max_cap_viol_count,0,
run_status,violations,"setup timing",
final_timing,finalMaxSlewViolations,0,
route,antenna-diode-count,0,
final_timing,report.final.hold_viol_count,0,
route,route.detailed.vias_per_inst,3.06,
power,power_density,1930,nW/um^2
yosys,ys.flops,154,
floorplan,dieArea,33900,um^2
route,detailed_route_wire_length_per_cell,15.4,um
cts,clock_tree.htree_level_count,4,
global_route,grt_antenna_before_repair,1,
yosys,post_synth_instance_area,3860,um^2
yosys,summed_standard_cell_area_reported_by_yosys,3860,um^2
setup_path,cp_max_fo,1,
power,netsw,3.13,mW
yosys,synthesis.area_per_instance,24.9,um^2
setup_path,critical-path-top-delay-family,"flip-flops",
yosys,synth-seq-area-share,99.9,%
power,clockPowerShare,46.2,%
cts,cts_buffers,17,
setup_path,worstSetupStartpointType,"register",
final_timing,fmaxAchievable,903,MHz
setup_path,crit_type,"register to primary output",
layout,fin_util,28.2,%
place,hpwl,10700,um
final_timing,timing_worst_slew_pin_value,0.178,ns
floorplan,num_io_pins,310,
global_route,grt_start_max_net_pins,17,
floorplan,die_height,184,um
final_timing,fin_hold_ws,0.183,ns
layout,area_growth_from_synthesis_to_layout,92.4,%
yosys,yosys.cell_types.count,2,
global_route,grt_pass1_vias,3015,
route,first_pass_iters,3,
power,ir_worst_vdd,0.000806,V
setup_path,slowest_stage,"sky130_fd_sc_hd__dfrtp_1",
yosys,post-synth-top-area-fraction,99.9,%
layout,comb_area,0,um^2
final_timing,post-route-worst-setup-slack,-0.108,ns
layout,layout_cell_share_with_drive_strength_beyond_1,40.2,%
route,drc_errors,0,
setup_path,cp_cell_sequence,"buf_2",
power,cellLeakagePower,3.43,nW
final_timing,timing.final.crit_share,111,%
place,io_buffers,309,
power,combPwrFrac,7.7,%
yosys,synth_area_leaders,"sky130_fd_sc_hd__dfrtp_1 100%, sky130_fd_sc_hd__inv_1 0.097%",
final_timing,setup_viol,154,
global_route,grt_first_pass_wirelength,19000,um
final_timing,fin_crit,1.11,ns
cts,clock_sinks,154,
cts,maximum_root_to_sink_buffer_count,2,
cts,cts.reportedPaths.clkPinSlew,0.07,ns
route,routed-via-count,2603,
floorplan,die_w,184,um
final_timing,slew_headroom,88.1,%
yosys,ys_warn_count,1,
yosys,syn-instance-count,155,
setup_path,cp_data_arrival_time,0.91,ns
layout,finish.instance_area,7420,um^2
flow_run,openroad.warnings,28,
setup_path,end_kind,"primary output",
route,antenna_left,0,
setup_path,timing.critical_path.buf_inv,1,
worst_hold_path,holdCritPathClass,"primary input to asynchronous set/reset pin",
floorplan,num_rows,59,
cts,tritoncts,"yes",
yosys,post-synth-top-area-cell,"sky130_fd_sc_hd__dfrtp_1",
setup_path,critical_path.max_stage_delay,0.37,ns
cts,cts_hold_buffers,0,
final_timing,rsz_0062_raised_after_global_routing,"yes",
floorplan,core_region_area,26300,um^2
yosys,count_of_instantiated_cells_in_the_yosys_netlist,155,
power,internal,11.2,mW
global_route,grt_util_all_layers,7.51,%
power,seq_power_share,46.1,%
cts,clock_root_buffer,"sky130_fd_sc_hd__clkbuf_16",
==> through the flow <==
| step | setup slack (ns) | TNS (ns) | power [mW] | std cells |
|---|---|---|---|---|
| after floorplan | -1.14 | -176.32 | 6.75 | 155 |
| after global placement | -0.0141 | -0.0593 | 8.17 | 820 |
| after detailed placement | -0.0133 | -0.0411 | 8.18 | 820 |
| after CTS | -0.145 | -17.98 | 14.7 | 852 |
| after global routing | -0.172 | -21.73 | 15.1 | 852 |
| final | -0.108 | -12.19 | 14.3 | 852 |
==> worst max-delay path by stage <==
stage / start / end / slack [ns] / depth (start not counted)
5_1_grt: regData1_pipeDout[12] / regData1_pipeDout[12] / -0.17 / 1
4_1_cts: rf2_pipeDout[0] / rf2_pipeDout[0] / -0.15 / 1
6_report: regData1_pipeDout[59] / regData1_pipeDout[59] / -0.11 / 1
==> what timing repair did <==
action | 4_1_cts | 5_1_grt
pin swaps | 0 | 0
gates resized | 493 | 0
setup buffers | 0 | 0
endpoints found under the setup margin | 154 | 154
cloned | 0 | 0
==> flip-flops by register name, indices dropped and copies added (netlist names) <==
| name | flops |
|---|---|
| wEnRegPipeD_Out | 2 |
| conEnPipeD_Out | 2 |
| memoryMuxSelPipeD_Out | 1 |
| rf1_pipeDout | 4 |
| jmpFPipeD_Out | 2 |
| readModeMemPipeD_Out | 1 |
| rdPipeD_Out | 4 |
| SE_controlPipeD_Out | 1 |
| rf2_pipeDout | 4 |
| AluMux_selPipeD_Out | 1 |
| ALUcontrolPipeD_Out | 2 |
| regData1_pipeDout | 64 |
| regData2_pipeDout | 64 |
| wEnMemPipeD_Out | 2 |
==> cells in the final DEF, fill, tap and decap left out <==
| master | netlist | routed |
|---|---|---|
| sky130_fd_sc_hd__bufinv_16 | 0 | 2 |
| sky130_fd_sc_hd__dfrtp_1 | 154 | 154 |
| sky130_fd_sc_hd__clkbuf_16 | 0 | 17 |
| sky130_fd_sc_hd__buf_2 | 0 | 154 |
| sky130_fd_sc_hd__inv_6 | 0 | 4 |
| sky130_fd_sc_hd__clkinv_4 | 0 | 3 |
| sky130_fd_sc_hd__inv_8 | 0 | 4 |
| sky130_fd_sc_hd__clkbuf_8 | 0 | 1 |
| sky130_fd_sc_hd__buf_12 | 0 | 4 |
| sky130_fd_sc_hd__clkinvlp_4 | 0 | 2 |
| sky130_fd_sc_hd__clkdlybuf4s50_1 | 0 | 155 |
| sky130_fd_sc_hd__buf_4 | 0 | 17 |
==> layer usage <==
metal,vias up,share of wire (%),GRT usage (%)
met1,1227,36,8.38
li1,1182,-,-
met4,2,0.97,0.951
met3,10,16,5.45
met2,182,47,11.7
met5,-,0.053,0
==> cell type report <==
cell class              count  area [um^2]
clock buffers              18          439
clock inverters            14          174
fillers                  2652        18900
inverters                   1         7.51
flip-flops and latches    154         3850
well taps                 335          419
repair buffers            330         2530
==> kinds of logic (layout without fill, tap and decap cells) <==
kind of cell | after synthesis | in the layout | synth area share [%]
DFF | 154 | 154 | 99.9
buffers and inverters | 1 | 363 | 0.0972
==> cells in the mapped netlist (all sizes together) <==
cell type  count
dfrtp        154
inv            1
==> power groups by stage <==
| stage | clock [mW] | combinational (mW) | sequential (mW) |
|---|---|---|---|
| after CTS | 6.96 | 1.14 | 6.60 |
| after global routing | 7.23 | 1.22 | 6.63 |
| final | 6.62 | 1.10 | 6.60 |
Power and IR drop assume default switching activity.

**./config.mk**
```make
export PLATFORM = sky130hd
export DESIGN_NAME = scalarRegisterBank
export DESIGN_NICKNAME = scalarRegisterBank
export VERILOG_FILES = /design/flow/design.v
export SDC_FILE = /design/flow/constraint.sdc
export NUM_CORES = 4
export LEC_CHECK = 1
export CORE_UTILIZATION = 30
```
**./constraint.sdc**
```tcl
current_design scalarRegisterBank

set clk_period 5.9
set clk_io_pct 0.2

create_clock -name clk0 -period $clk_period [get_ports {clk}]

set non_clock_inputs [all_inputs -no_clocks]
set_input_delay [expr $clk_period * $clk_io_pct] -clock clk0 $non_clock_inputs
set_output_delay [expr $clk_period * $clk_io_pct] -clock clk0 [all_outputs]
```
**./design.v**
```verilog
module scalarRegisterBank(input logic clk, input logic wEn_SR,
                            input logic [3:0] regsAddr1, regsAddr2, regsAddr3,
                            input logic [31:0] regsWriteData,
                            output logic [31:0] regsData1, regsData2);
    logic [31:0] scalarRegs[15:0];
    always_ff @(negedge clk)
        if(wEn_SR) scalarRegs[regsAddr3] <= regsWriteData;
    assign regsData1 = scalarRegs[regsAddr1];
    assign regsData2 = scalarRegs[regsAddr2];
endmodule
```
**./run.sh**
```bash
#!/bin/bash
# OpenROAD 26Q1-2900-gdf79404cd8, Yosys 0.63+post, stock flow scripts
make -C /OpenROAD-flow-scripts/flow DESIGN_CONFIG=/design/flow/config.mk WORK_HOME=/design/flow/orfs finish
```
==> run notes <==
Per the OpenROAD floorplan log, the area of the core is 0.07495 mm2. The run gives 0.3544 for the fraction of final layout cells sized beyond drive strength 1. The routed design shows a via density per instance of 4.988. Critical path data required time: 4.72 ns.

Per STA, the worst path accumulates the most delay in the family multiplexers. The worst setup path is of the register to output pin kind. The final reports fail on setup timing. The slowest cell on the critical path was mux4_2.

The synthesized netlist occupies a cell area of 0.02291 mm2. The global placement routability congestion was 0.8035; the count of H-tree levels built during CTS was 2. The arrival time of the worst setup path is 5.08 ns, and the worst supply voltage drop on vdd is 0.2267 mV.

For the yosys stat cell total, the log shows 1078. With the headroom to the max-slew limit at 0.3770, the total wire length is 60670 um. Once iteration 0 of detailed routing completed, the report listed 654 DRC markers. The instance area at placement was 0.02603 mm2. The run gives 0 for the number of nets still failing antenna checks after routing.

Measured along the y axis, the die boundary spans 278.3 um. The gate-level netlist out of Yosys references 17 unique cell types. The run gives 5 for the initial antenna violation count. The tools report the met3 track demand over resource as 0.1577. Counting flops and latches in the post-synthesis netlist gives 512. The tools report the type of element launching the critical path as a register. STA classifies the critical path endpoint as an output pin.

For the post-route standard cell area excluding fillers, the log shows 0.03023 mm2. Along the critical path, the tally of buffer and inverter instances is 2. The top cell types in the final layout, fill and taps aside, are inv_1 (522), edfxtp_1 (512), mux4_2 (256). By instance count after routing, the leading logic cell type is inv_1. OpenSTA lists the critical path startpoint as scalarRegs[0][23]$_DFFE_NP_.

The tools report the effective utilization at floorplan as 0.3057. More flip-flops sit in one register than any other, and that register is scalarRegs. Port buffering added 109 buffers. According to the timing report, the critical path is captured at regsData2[23]. The finished layout holds 2770 standard cells, fillers aside.

The tools report the number of search-and-repair iterations in the first detailed-routing pass as 5. In this run the static leakage power is 11.59 nW. Across all layers, the routed design uses 13820 vias.

The tools report the routing usage on met2 as 0.2398. After global routing, the most crowded layer is met2. The flow ran to the end, but the final reports show violations. Setup slack on the worst path after placement came out at -0.1331 ns.

The run gives 36460 um as the detailed-placement wirelength estimate. Power comes to 0.009898 W. The remaining design rule violation count is 0. The run gives 64 as the final setup violation count. The registers reported with the highest flop counts are scalarRegs: 512 flops.

The tally of yosys warning messages was 1. The tools report the total I/O pin count as 110. Looking at the clock tree report, the root buffer type is clkbuf_16. The chip area line in the Yosys stat output reads 0.02291 mm2. Setup repair after global routing could not meet its margin everywhere. The overall die size recorded for this design is 0.07747 mm2. The run gives 21.90 um for the post-detailed-route wirelength per cell. According to the CTS report, the clock sink count is 512. For the sequential share of the synthesized area, the log shows 0.6711. The register with the most flip-flops in the layout has 512 of them. The total number of placement rows was 100. The number of maximum-capacitance violations is 0. TritonCTS built the clock tree. Final hold analysis gives a worst-case slack of 3.230 ns. The via count of the first global-routing pass was 16580. For the maximum root-to-sink buffer count, the log shows 3. The report shows a maximum critical-path fanout of 2. The tally of OpenROAD warnings works out to 540. The run gives 5 for the number of logic stages on the critical path including buffering. The hold path startpoint is regsAddr1[0]. The worst min-delay path category was primary input to output pin. The global-route usage over all layers came out at 0.1721.

Per the final timing report, the hold violations number 0. With the final worst setup slack at -0.3610 ns, the total power divided by cell area is 327.5 mW/mm2. Looking at the max-slew report, the worst-margin pin has a slew of 0.9326 ns. The count of hold-fix buffers inserted at cts was 0; the horizontal die size was 278.3 um. The synthesized instance count is 1078. For the total instance count after detailed placement, the log shows 2137.

Per the post-synthesis stats, the area per cell is 21.25 um2. Delay contributed by the slowest stage of the critical path: 0.46 ns. The first global-routing pass estimated 91220 um of wire.

The signal on the critical path passes through buf_4, mux4_2, a22oi_2, nand2_2, buf_2. The total global routing overflow was 0; the met1 track demand over resource was 0.1836. For reference, the clock transition at the flip-flops on the worst setup and hold paths is 0.04 ns.

CTS added clock buffers totalling 56. The run gives 0 as the number of max-slew violations in the final report. For the maximum number of pins on one net before global-route repair, the log shows 44. With the area added between synthesis and finish at 31.94%, the number of fill cells is 6439.
==> metal layers <==
layer  wire, um  part of all wire
met1      20630              0.34
met2      28550              0.47
met3      10250              0.17
met4       1056             0.017
met5        179            0.0030
==> cell usage after synthesis <==
master    count  share of area
buf_4        18         0.0059
nor3_1        4        0.00087
buf_2        15         0.0033
mux4_2      256           0.25
inv_1         1        0.00016
nand2_1      65          0.011
and2_1        2        0.00055
buf_1        20         0.0033
or3b_2        1        0.00038
edfxtp_1    512           0.67
nor2_1       14         0.0023
nand3_1       1        0.00022
nand3b_1      2        0.00066
clkbuf_1     33         0.0054
nand2b_1      2        0.00055
nor2b_1       4         0.0011
a22oi_1     128          0.042
==> repair_timing <==
item | 4_1_cts | 5_1_grt
gates resized | 299 | 12
setup buffers | 16 | 0
setup endpoints to repair | 64 | 64
pin swaps | 139 | 14
hold endpoints to repair | 0 | 0
==> how the worst min path moves through the flow <==
stage	endpoint	slack (ns)	cells past startpoint
final	regsData1[2]	3.23	5
after global routing	regsData1[2]	3.30	5
after CTS	regsData1[2]	3.27	5
==> power by group <==
part           switching, W  total, W  internal [W]
Combinational      0.000396  0.000751      0.000355
Sequential        0.0000273   0.00414       0.00412
Clock               0.00226   0.00500       0.00274
==> cell families after synthesis <==
group / count (synthesis) / share of synthesized area
flip-flops: 512 / 0.6711
buffers and inverters: 87 / 0.01802
multiplexers: 256 / 0.2517
AND/OR/NAND/NOR: 95 / 0.01726
AND-OR/OR-AND: 128 / 0.04194
==> through the flow <==
step           utilization  TNS (ns)
3_3_place_gp        0.3473    -11.88
6_report            0.4033    -11.33
4_1_cts             0.4025    -13.63
3_5_place_dp        0.3473    -12.32
2_1_floorplan            -    -82.81
5_1_grt             0.4033    -16.94
==> layout make-up <==
class	count	area, um2	share of cell area
timing repair buffer	192	1934	0.06400
multi-input combinational	479	7800	0.2581
antenna	1	2.502	0.00008279
clock inverter	560	2476	0.08192
tap	969	1212	0.04011
clock buffer	57	1426	0.04719
sequential	512	15370	0.5086
Power and IR drop assume default switching activity.
